==> flow/design.v <==
module johnson_counter (clk, button, reset, LEDS);
parameter default_pulse = 25'b0;
parameter pulse_meter = 25'd2000000;
parameter bits = 4;
parameter is_off = 1'b0;
parameter is_on = 1'b1;
input clk, button, reset;
output [bits - 1:0] LEDS;
reg [bits - 1:0] count;
reg [24:0] counter_pressed, counter_not_pressed;
reg button_state = is_on;
initial begin
    count <= 4'b0;
    counter_pressed <= default_pulse;
    counter_not_pressed <= default_pulse;
end
always @(posedge clk or negedge reset)
begin
    if (!reset)  
    begin
        count <= 4'b0;
        counter_pressed <= default_pulse;
        counter_not_pressed <= default_pulse;
    end
    else
    begin
        if (!button & !button_state)
            begin
                counter_pressed <= counter_pressed + 1'b1;
            end
        else
        begin
            counter_pressed <= default_pulse;  
        end
        if (counter_pressed == pulse_meter)  
        begin
				count[3] <= count[2];
				count[2] <= count[1];
				count[1] <= count[0];
				count[0] <= (~count[3]);
            counter_pressed <= default_pulse;
            button_state = is_on;
        end
        if (button & button_state)
            begin
                counter_not_pressed <= counter_not_pressed + 1'b1;
            end
        else
        begin
            counter_not_pressed <= default_pulse;
        end
        if (counter_not_pressed == pulse_meter)
        begin
            counter_not_pressed <= default_pulse;
            button_state = is_off;
        end
    end  
end  
assign LEDS[bits - 1:0] = ~count[bits - 1:0];
endmodule
==> flow/run.sh <==
#!/bin/bash
# OpenROAD 26Q1-2900-gdf79404cd8, Yosys 0.63+post, stock flow scripts
make -C /OpenROAD-flow-scripts/flow DESIGN_CONFIG=/design/flow/config.mk WORK_HOME=/design/flow/orfs finish
==> flow/config.mk <==
export PLATFORM = sky130hd
export DESIGN_NAME = johnson_counter
export DESIGN_NICKNAME = johnson_counter
export VERILOG_FILES = /design/flow/design.v
export SDC_FILE = /design/flow/constraint.sdc
export NUM_CORES = 4
export LEC_CHECK = 1
export CORE_UTILIZATION = 30
==> flow/constraint.sdc <==
current_design johnson_counter

set clk_period 5.6
set clk_io_pct 0.2

create_clock -name clk0 -period $clk_period [get_ports {clk}]

set non_clock_inputs [all_inputs -no_clocks]
set_input_delay [expr $clk_period * $clk_io_pct] -clock clk0 $non_clock_inputs
set_output_delay [expr $clk_period * $clk_io_pct] -clock clk0 [all_outputs]
==> summary.rpt <==
==================================================================================
Run status                                                            complete, no violations
Via density per instance                                                      4.68
Placer Congestion                                                            0.834
CP required                                                                5.76 ns
Crit share post-route                                                        0.438
Transition time at the pin with the least slew margin                     0.839 ns
Path type of the worst setup path                                       reg -> reg
Starting density of the core                                                 0.311
Dominant logic cell type in the layout                                sky130_fd_sc_hd__nor2_1
Clock buffers created by TritonCTS                                               5
Number of sinks on the clock net                                                55
Cell at the root of the clock tree                                    sky130_fd_sc_hd__clkbuf_8
Final-report max-slew violation count                                            0
Leakage power total                                                        1.17 nW
Skew-Pair Late Insertion Delay                                             0.30 ns
Worst min-delay path class                                              reg -> reg
Register clock-pin slew on the reported worst setup and hold paths         0.10 ns
Maximum number of pins on one net before global-route repair                    56
Number of buffers added to fix hold violations after cts                         0
Number of buffers added on ports                                                 6
Final standard cell area without fillers                                  2980 um2
Global route total overflow                                                      0
Setup Fix Bufs, Post-CTS                                                         0
GRT Total Usage                                                              0.110
Placed wire-length estimate after detailed placement                       3040 um
DP Cell Count                                                                  387
Initial antenna violation count                                                  0
Worst slack on hold paths                                                 0.458 ns
Fmax                                                                       408 MHz
DR WL/cell                                                                 11.6 um
Synth-to-Final Area Change                                                   9.26%
Floorplan die area                                                        9480 um2
Data arrival time of the critical path                                     2.62 ns
DRT Wirelength                                                             4570 um
Horizontal extent of the die                                               97.4 um
Worst slack after detailed placement                                       2.98 ns
Number of synthesized register bits                                             55
Synthesis Warnings                                                               1
Sum Neg Setup Slack                                                           0 ns
CTS-repair resized insts                                                         0
Longest Clk Path Bufs                                                            2
Yosys-reported design area after synthesis                                2730 um2
Wire length of the first global-routing pass                               8550 um
Startpoint kind of the worst setup timing path                           flip-flop
Core area                                                                 8760 um2
Yosys cell count                                                               276
Number of hold-slack violations in the final timing report                       0
Post-route insts no fill                                                       395
Max Clock Skew                                                          0.00796 ns
Ports                                                                            7
Final cell utilization of the core                                           0.340
Placement Rows                                                                  34
CTS tree                                                                     built
First-pass iteration count of the detailed router                                4
PwrDens                                                                 220 nW/um2
Fraction of layout instances using a drive strength above 1                 0.0488
Post-synth seq share                                                         0.506
Number of antenna cells inserted                                                 0
Crit-path max FO                                                                25
Relative max-transition margin                                               0.441
DRC violation count after routing                                                0
Mapped Avg Cell Area                                                      9.89 um2
MaxCap Viol Count                                                                0
Floorplan die height                                                       97.4 um
Via count                                                                     1848
Time the final worst path needs with I/O delays and setup                  2.45 ns
Cell Area, Synth                                                          2730 um2
Synthesized netlist cell count                                                 276
Critical path capture point type                                         flip-flop
Remaining number of nets flagged by the antenna check after routing              0
Unrepaired setup endpoints after global routing                              false
Total design power                                                        0.655 mW
Setup slack after layout                                                   3.15 ns
Number of global-route vias before repair                                     1819
DRT iter0 DRCs                                                                  76
OpenROAD warning count                                                          27
Cell area after placement                                                 2880 um2
Worst IR drop on VDD                                                    0.000111 V
Setup-failing EPs final                                                          0
Dominant logic cell types in the final layout                         58 x sky130_fd_sc_hd__nor2_1, 54 x sky130_fd_sc_hd__dfrtp_1, 25 x sky130_fd_sc_hd__xor2_1
Distinct lib cells                                                              26
H-tree levels                                                                    2
==================================================================================
[synthesized netlist by cell type]
cell type	instances	share of area
sky130_fd_sc_hd__xnor2_1	21	0.067
sky130_fd_sc_hd__nor3_4	1	0.0060
sky130_fd_sc_hd__o211ai_2	1	0.0046
sky130_fd_sc_hd__and4_1	6	0.019
sky130_fd_sc_hd__or3_1	1	0.0023
sky130_fd_sc_hd__o21a_1	1	0.0028
sky130_fd_sc_hd__nor2b_1	2	0.0046
sky130_fd_sc_hd__xor2_1	25	0.080
sky130_fd_sc_hd__or4_4	1	0.0041
sky130_fd_sc_hd__nor4b_1	7	0.022
sky130_fd_sc_hd__buf_6	4	0.017
sky130_fd_sc_hd__nor4_1	7	0.016
sky130_fd_sc_hd__nand2_1	20	0.028
sky130_fd_sc_hd__buf_4	1	0.0028
sky130_fd_sc_hd__and3_1	7	0.016
sky130_fd_sc_hd__o21ai_0	3	0.0055
sky130_fd_sc_hd__nand4_1	11	0.025
sky130_fd_sc_hd__ha_1	4	0.018
sky130_fd_sc_hd__nand3_1	18	0.033
sky130_fd_sc_hd__dfrtp_1	54	0.50
sky130_fd_sc_hd__edfxtp_1	1	0.011
sky130_fd_sc_hd__nor4_2	1	0.0046
sky130_fd_sc_hd__inv_1	12	0.017
sky130_fd_sc_hd__nor3_1	8	0.015
sky130_fd_sc_hd__nor2_1	58	0.080
sky130_fd_sc_hd__mux2i_1	1	0.0037
[worst max-delay path, stage by stage, from the launching register on]
cell and delay, ns:
sky130_fd_sc_hd__dfrtp_1 0.43, sky130_fd_sc_hd__nor4b_1 0.39, sky130_fd_sc_hd__nand4_1 0.21, sky130_fd_sc_hd__nor3_4 0.43, sky130_fd_sc_hd__or3_1 0.73, sky130_fd_sc_hd__nor2_1 0.12
[where the power goes]
group / switching [mW] / leakage (nW) / internal, mW / total, mW
Sequential: 0.00177 / 0.762 / 0.400 / 0.401
Combinational: 0.0150 / 0.356 / 0.00448 / 0.0195
Clock: 0.121 / 0.0515 / 0.113 / 0.234
[state kept, by name, indices dropped and copies added (netlist names)]
name	cells
counter_pressed	25
button_state	1
count	4
counter_not_pressed	25
[path summary, 6_finish.rpt]
check	endpoint	cells after the start	start	slack, ns
worst min register to register	count[0]	1	count[3]	0.46
min in group asynchronous	counter_pressed[9]	2	reset	0.94
max in group asynchronous	counter_not_pressed[10]	2	reset	4.21
worst min-delay path	count[0]	1	count[3]	0.46
worst max-delay path	counter_pressed[24]	5	counter_pressed[21]	3.15
worst max register to register	counter_pressed[24]	5	counter_pressed[21]	3.15
[cell families (layout without fill, tap and decap cells)]
family | count (synthesis) | count (layout) | share of synthesized area
and+or+nand+nor | 148 | 148 | 0.276
DFF | 55 | 55 | 0.506
xor gates and xnor gates | 46 | 46 | 0.148
buffers and inverters | 17 | 28 | 0.0358
AOI/OAI and AO/OA | 5 | 5 | 0.0128
adders and majority gates | 4 | 4 | 0.0183
muxes | 1 | 1 | 0.00367
[layer usage]
metal | track usage | part of all wire | vias up
met1 | 0.184 | 0.55 | 878
li1 | - | - | 948
met4 | 0.0136 | 0.018 | 0
met2 | 0.159 | 0.41 | 16
met3 | 0.0161 | 0.021 | 6
met5 | 0 | 0 | -
[final cells by class]
cell class	instances	area (um2)
tap	108	135
sequential	55	1380
fill	897	5780
clock buffer	8	100
multi-input combinational	204	1250
inverter	12	45.0
timing repair buffer	8	70.1
Power is estimated from default activity; no workload was simulated.
