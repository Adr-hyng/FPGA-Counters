===== ./design.v =====
module ring_counter (clk, button, reset, LEDS);
parameter default_pulse = 25'b0;
parameter pulse_meter = 25'd2000000;
parameter bits = 4;
parameter is_off = 1'b0;
parameter is_on = 1'b1;
input clk, button, reset;
output [bits - 1:0] LEDS;
reg [bits - 1:0] count;
reg [24:0] counter_pressed, counter_not_pressed;
reg button_state = is_on;
initial begin
    count <= 4'b0;
    counter_pressed <= default_pulse;
    counter_not_pressed <= default_pulse;
end
always @(posedge clk or negedge reset)
begin
    if (!reset)  
    begin
        count <= 4'b0001;
        counter_pressed <= default_pulse;
        counter_not_pressed <= default_pulse;
    end
    else
    begin
        if (!button & !button_state)
            begin
                counter_pressed <= counter_pressed + 1'b1;
            end
        else
        begin
            counter_pressed <= default_pulse;  
        end
        if (counter_pressed == pulse_meter)  
        begin
				count[0] <= count[3];
            count[1] <= count[0];
            count[2] <= count[1];
            count[3] <= count[2];
            counter_pressed <= default_pulse;
            button_state = is_on;
        end
        if (button & button_state)
            begin
                counter_not_pressed <= counter_not_pressed + 1'b1;
            end
        else
        begin
            counter_not_pressed <= default_pulse;
        end
        if (counter_not_pressed == pulse_meter)
        begin
            counter_not_pressed <= default_pulse;
            button_state = is_off;
        end
    end  
end  
assign LEDS[bits - 1:0] = ~count[bits - 1:0];
endmodule

===== ./run.sh =====
#!/bin/bash
# OpenROAD 26Q1-2900-gdf79404cd8, Yosys 0.63+post, stock flow scripts
make -C /OpenROAD-flow-scripts/flow DESIGN_CONFIG=/design/flow/config.mk WORK_HOME=/design/flow/orfs finish

===== ./config.mk =====
export PLATFORM = sky130hd
export DESIGN_NAME = ring_counter
export DESIGN_NICKNAME = ring_counter
export VERILOG_FILES = /design/flow/design.v
export SDC_FILE = /design/flow/constraint.sdc
export NUM_CORES = 4
export LEC_CHECK = 1
export CORE_UTILIZATION = 30

===== ./constraint.sdc =====
current_design ring_counter

set clk_period 4.2
set clk_io_pct 0.2

create_clock -name clk0 -period $clk_period [get_ports {clk}]

set non_clock_inputs [all_inputs -no_clocks]
set_input_delay [expr $clk_period * $clk_io_pct] -clock clk0 $non_clock_inputs
set_output_delay [expr $clk_period * $clk_io_pct] -clock clk0 [all_outputs]

==> flow_summary.ini <==
; physical design summary
[setup_path]
cp_data_arrival_time_ns = 2.52
cp-start-kind = register
cp-end-kind = register
worstPathRequired_ns = 4.38
crit_type = reg2reg
path_max_fanout = 25

[synth]
synthCells = 278
syn-mean-instance-area_sq_um = 9.951
ys_chip_area_sq_um = 2766
synth_cell_type_count = 33
largest_area_cell = dfrtp_1
synth-edff-count = 1
topCellsByArea = dfrtp_1 (48%), xor2_1 (7.9%), nor2_1 (7.7%)
yosysCellCount = 278
top_area_share_pct = 47.94
synth_area_sq_um = 2766
ys_ff = 55
synth-main-ff-cell = dfrtp_1
top_cell = nor2_1
top_cells_by_count = nor2_1 (57), dfrtp_1 (53), xor2_1 (25), nand2_1 (21), xnor2_1 (21)
synthArstFlopShare_pct = 98.18
yosys.stat.seqShare_pct = 49.98
ys.warnings.count = 1

[finish]
drive_above_1_share_pct = 7.666
syn_to_final_growth_pct = 8.413
fillers = 879

[sta]
hold_violations = 0
max_freq_ghz = 0.4263
maxSlewHeadroom_pct = 53.22
timing.final.crit_period_ns = 2.346
tightest_slew_ns = 0.6983
timing.final.ws_setup_ns = 1.854
finalMaxSlewViolations = 0
setup_violations = 0
skew_ns = 0.009773
rsz0062_at_grt = no
fin_crit_sh_pct = 55.85
tns_ns = 0

[route]
antenna_cells = 0
wl_per_cell_microns = 11.92
antenna_left = 0
drc = 0
via_per_inst = 4.762
drt_first_pass_iters = 15
routed-via-count = 1881
routed_wirelength_microns = 4709
initialDrtViolationCount = 59

[clock_tree]
root_buffer = clkbuf_8
post-cts-setup-buffers = 0
numCtsBuffers = 5
insertion_delay_ns = 0.31
numClockSinks = 55
cts_tree = built
cts_buffer_depth = 2
postCtsHoldBufs = 0
cts_max_level = 2
cts-resized-gates = 0
path_clk_slew_ns = 0.09

[grt]
grt_util_met3_pct = 1.744
top_usage_layer = met2
grtUsageMet1_pct = 16.89
grt.overflow.total = 0
grt_util_all_layers_pct = 11.00
grt_pass1_vias = 1834
grt_max_degree = 56
met2_usage_pct = 17.55
antenna_found_initial = 0
grt_pass1_wl_microns = 8659

[floorplanning]
pin_count = 7
die_y_microns = 98.03
chipArea_sq_um = 9609
fp-row-count = 34
die_w_microns = 98.03
fp_util_pct = 31.42
core_sq_um = 8806

[place]
place_ws_ns = 1.842
dp_hpwl_microns = 3087
gp_congestion = 0.7913
io_buffers = 6

[pwr]
leakagePower_uw = 0.001190
powerDensity_nw_per_um2 = 285.2
peakVddDrop_mv = 0.1276

[run]
tool_warnings = 27
max_cap_violations = 0

[outcome]
outcome = finished clean

[min_path]
worstHoldPathType = reg2reg
[sequential cells by signal, indices dropped and copies added (netlist names)]
| register | cells |
|---|---|
| counter_pressed | 25 |
| button_state | 1 |
| count | 4 |
| counter_not_pressed | 25 |
[layout make-up]
class	count	area [sq um]	area share (%)
clock buffer	6	72.57	2.420
sequential	55	1383	46.10
tap	108	135.1	4.506
clock inverter	2	16.27	0.5423
multi-input combinational	205	1285	42.85
inverter	12	45.04	1.502
timing repair buffer	7	62.56	2.086
[cell usage in the layout (no fill, tap or decap), drive strengths merged]
master,n
nor2,58
dfrtp,53
xor2,25
xnor2,21
nand2,21
nand3,18
inv,13
nand4,11
nor3,9
nor4,8
and3,7
nor4b,7
clkbuf,6
and4,6
clkdlybuf4s50,5
o21ai,4
ha,4
nor2b,2
buf,2
or4,1
or3,1
o211ai,1
o21a,1
edfxtp,1
clkinvlp,1
dfstp,1
[through the flow]
step	instance area [sq um]	instances	utilization (%)	hold slack [ns]	total power, uW
finish	2999	395	34.06	0.4904	855.5
CTS	2999	395	34.06	0.4908	873.7
global route	2999	395	34.06	0.5276	893.8
global placement	2910	387	33.05	0.4604	573.7
detailed placement	2910	387	33.05	0.4724	573.6
floorplan	2766	278	-	0.4491	559.8
[critical path, stage by stage (launching register included)]
cell and delay, ns:
dfrtp_1 0.41, or4_1 0.56, nor3_2 0.59, or3_2 0.55, nor2_1 0.11
[kinds of logic (layout without fill, tap and decap cells)]
group | after synthesis | in the layout | share of synthesized area (%)
AND/OR/NAND/NOR | 149 | 149 | 28.31
flip-flops | 55 | 55 | 49.98
AND-OR/OR-AND | 6 | 6 | 1.764
XOR/XNOR | 46 | 46 | 14.56
buffers and inverters | 18 | 27 | 3.573
adder cells (fa/ha/maj) | 4 | 4 | 1.809
[worst paths after layout]
kind	from	to	cells after the start	slack, ns
worst max-delay path	counter_pressed[23]	counter_pressed[12]	4	1.85
worst min-delay path	count[1]	count[2]	2	0.49
worst max register to register	counter_pressed[23]	counter_pressed[12]	4	1.85
worst min register to register	count[1]	count[2]	2	0.49
max in group asynchronous	reset	counter_pressed[23]	2	3.10
min in group asynchronous	reset	counter_not_pressed[23]	2	0.65
[metal layers]
layer	vias up	wire (microns)
met1	907	2392
met5	-	0
met2	14	2166
li1	953	-
met3	7	116
met4	0	34
[power by group]
part           switching, uW  leakage, uW  total [uW]  internal, uW
Clock                    174    0.0000418         294           120
Combinational           20.6     0.000390        26.4          5.80
Sequential              2.43     0.000759         535           533
Total                    197      0.00119         855           659
Power is estimated from default activity; no workload was simulated.
